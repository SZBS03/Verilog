<file path="/design/flow/config.mk">
export PLATFORM = sky130hd
export DESIGN_NAME = register
export DESIGN_NICKNAME = register
export VERILOG_FILES = /design/flow/design.v
export SDC_FILE = /design/flow/constraint.sdc
export NUM_CORES = 4
export LEC_CHECK = 1
export CORE_UTILIZATION = 30
</file>
<file path="/design/flow/constraint.sdc">
current_design register

set clk_period 15.8
set clk_io_pct 0.2

create_clock -name clk0 -period $clk_period [get_ports {clk}]

set non_clock_inputs [all_inputs -no_clocks]
set_input_delay [expr $clk_period * $clk_io_pct] -clock clk0 $non_clock_inputs
set_output_delay [expr $clk_period * $clk_io_pct] -clock clk0 [all_outputs]
</file>
<file path="/design/flow/design.v">
module register (
    input wire clk,
    input wire reset,
    input wire regWrite, 
    input [31:0] write_data,
    input [4:0] rd_data,
    input [4:0] rs1_data,
    input [4:0] rs2_data,
    output reg [31:0] read_data1,
    output reg [31:0] read_data2
);
    reg [31:0] registerf [0:31];
    integer i;
    always @(posedge clk) begin
        if (reset) begin
            for (i = 0; i < 32; i = i + 1) 
                registerf[i] <= 32'b0; 
        end else if (regWrite && rd_data != 0) begin
            registerf[rd_data] <= write_data; 
        end
    end
    always @(*) begin
        read_data1 = (rs1_data == 0) ? 32'b0 : registerf[rs1_data];
        read_data2 = (rs2_data == 0) ? 32'b0 : registerf[rs2_data];
    end
endmodule
</file>
<file path="/design/flow/run.sh">
#!/bin/bash
# OpenROAD 26Q1-2900-gdf79404cd8, Yosys 0.63+post, stock flow scripts
make -C /OpenROAD-flow-scripts/flow DESIGN_CONFIG=/design/flow/config.mk WORK_HOME=/design/flow/orfs finish
</file>
==> summary.rpt <==
FLOW METRICS REPORT
----------------------------------------------------
[Placed design]
  Final weighted congestion of routability-driven global placement ........................ 0.912
  Total cell area at the placement stage ........................ 58200 sq um
  Port Buffer Count ........................ between 100 and 150
  Placed wire-length estimate ........................ 112 mm

[Min path]
  Path category of the worst min-delay check ........................ in -> reg
  Count of cells along the worst hold path ........................ 2

[Global route]
  Wire length of the first global-routing pass ........................ 264 mm
  Total global-route track usage ........................ 22.2%
  Remaining global-route overflow ........................ 0
  Pin count of the biggest net entering global routing ........................ about 86
  Via count of the first global-routing pass ........................ 36000
  Number of antenna violations at the first check in global routing ........................ 9

[Drt]
  Routed wire length ........................ 188 mm
  Average via count per standard cell ........................ 5.49
  Wirelength per Cell ........................ around 31 microns
  Post-DRT Antenna Nets ........................ 0
  Iter 0 DRT Violations ........................ roughly 2200
  Drc violations ........................ 0
  First-pass iteration count of the detailed router ........................ 5
  Vias after detailed routing ........................ 32800

[CTS]
  Cts repair resizes ........................ 0
  H-tree depth ........................ 3
  Post-CTS Repair Setup Buffers ........................ 0
  Clock-pin slew on the worst setup and hold paths ........................ approximately 60 ps
  CTS tree ........................ built
  CTS Buf Count ........................ 106
  CTS Hold Buffers Added ........................ 0
  Clock tree root driver cell ........................ sky130_fd_sc_hd__clkbuf_16
  Clock sinks ........................ 1024
  Number of buffers between clock root and the deepest sink ........................ 3

[Yosys]
  Post-synth seq share ........................ a little under three fifths
  Synthesis area per yosys ........................ 54200 sq um
  Post-synthesis cell count from yosys ........................ 3502
  Seq cells post-synth ........................ about 1000
  Post-synthesis instance total ........................ between 3000 and 4000
  Number of warning messages in the yosys log ........................ 1
  Number of unique standard cell types used by synthesis ........................ 42
  Async set-reset flop share out of synthesis ........................ 0%
  Mean area per synthesized cell ........................ roughly 15 sq um
  Count of flip-flops with a built-in enable after synthesis ........................ 1024
  Most common reg cell ........................ sky130_fd_sc_hd__edfxtp_1
  Synth Cell Area ........................ 54200 sq um

[Worst setup path]
  Critical-path top delay cell ........................ sky130_fd_sc_hd__a2111oi_1
  Maximum fanout along the worst path ........................ ~45
  Cell with the most instances on the worst path ........................ sky130_fd_sc_hd__buf_4
  Kind of end point of the critical path ........................ output port
  Data arrival time at the worst-slack endpoint ........................ 7510 ps
  Data required time of the worst path ........................ 12640 ps
  Sequence of cells on the critical path ........................ buf_8 -> buf_4 -> buf_4 -> mux4_2 -> a22o_1 -> a2111oi_1 -> buf_4 -> nor3_1 -> clkdlybuf4s50_1
  CP Class ........................ in -> out
  CP Launch Type ........................ primary input
  Biggest cell delay along the critical path ........................ 970 ps

[Floorplanning]
  Chip area ........................ ~180000 sq um
  Width of the chip ........................ 427 microns
  Die boundary height ........................ ~430 microns
  I/O pins ........................ 114
  Number of cell rows ........................ 155
  Floorplan core area ........................ about 180000 sq um
  Effective utilization at floorplan ........................ between 30 and 40%

[Pwr]
  PnR Total Power ........................ 0.00652 W
  Leak ........................ 20.7 nW
  Peak ir drop on the vdd network ........................ 92.9 uV
  Power density cells ........................ 106 nW/um^2

[Final timing]
  Worst slew margin ........................ 20.3%
  Measured slew at the worst slew-check pin ........................ around 1200 ps
  Post-layout period usage ........................ between 60 and 70%
  Setup repair after global routing missed its margin ........................ false
  Highest achievable clock rate ........................ 93.8 MHz
  Final-report max-slew violation count ........................ 0
  Hold violation count in the final report ........................ 0
  Final worst hold slack ........................ about 3200 ps
  Count of endpoints failing setup in the final report ........................ 0
  Setup total negative slack ........................ 0 ps
  Final Critical Period ........................ 10670 ps

[Final layout]
  Tally of filler cells in the layout ........................ 16700
  Area Overhead vs Synth ........................ 13.6%
  Register with the most flip-flops ........................ registerf
  Post-route core utilization ........................ 34.4%
  Post-route cell area ........................ roughly 62000 sq um
  Most numerous logic cells after layout ........................ sky130_fd_sc_hd__edfxtp_1 (1024), sky130_fd_sc_hd__and2_1 (994), sky130_fd_sc_hd__mux4_2 (472)
  Most common cell after layout, fill and taps aside ........................ sky130_fd_sc_hd__edfxtp_1
  Ratio of cells with drive above 1 in the final layout ........................ 25.0%
  Registers with the most flip-flops ........................ registerf: 1024 flops
  Number of flip-flops under the largest register name ........................ 1024

[Run]
  OpenROAD warning count ........................ 26
  Number of max-capacitance violations reported ........................ 0

[Status]
  Result of the run ........................ completed

----------------------------------------------------
==> stage by stage <==
| stage | setup slack [ps] | cells |
|---|---|---|
| 2_1_floorplan | 7880 | 3533 |
| 3_5_place_dp | 5160 | 5786 |
| 6_report | 5130 | 5987 |
| 5_1_grt | 5070 | 5983 |
| 4_1_cts | 5150 | 5981 |
| 3_3_place_gp | 5170 | 5786 |
==> cell usage after synthesis (2+ instances only) <==
master                      count  area [sq um]
sky130_fd_sc_hd__a221o_1        2          20.0
sky130_fd_sc_hd__or3_1          2          12.5
sky130_fd_sc_hd__buf_1         18          67.6
sky130_fd_sc_hd__inv_1          2          7.51
sky130_fd_sc_hd__and2_1       995          6220
sky130_fd_sc_hd__o21ai_0        4          20.0
sky130_fd_sc_hd__or3b_2         4          35.0
sky130_fd_sc_hd__a22o_1        51           447
sky130_fd_sc_hd__a22oi_1       16           120
sky130_fd_sc_hd__buf_4         31           233
sky130_fd_sc_hd__nand3_1        5          25.0
sky130_fd_sc_hd__a221oi_1       4          35.0
sky130_fd_sc_hd__buf_2         44           220
sky130_fd_sc_hd__or2_2         33           206
sky130_fd_sc_hd__and3_1         3          18.8
sky130_fd_sc_hd__nor3_1        54           270
sky130_fd_sc_hd__edfxtp_1    1024         30700
sky130_fd_sc_hd__nor2b_1       14          87.6
sky130_fd_sc_hd__nor2_1        36           135
sky130_fd_sc_hd__nor4_1         6          37.5
sky130_fd_sc_hd__clkbuf_1     272          1020
sky130_fd_sc_hd__a2111oi_0     14           123
sky130_fd_sc_hd__nand3b_1       5          37.5
sky130_fd_sc_hd__buf_6         22           248
sky130_fd_sc_hd__nand4bb_1      2          22.5
sky130_fd_sc_hd__nor4b_1        2          17.5
sky130_fd_sc_hd__mux2_2        30           338
sky130_fd_sc_hd__a32o_1         4          40.0
sky130_fd_sc_hd__nand2_1        7          26.3
sky130_fd_sc_hd__mux2i_1      150          1500
sky130_fd_sc_hd__a21oi_1       12          60.1
sky130_fd_sc_hd__o22ai_1      103           644
sky130_fd_sc_hd__a2111oi_1     41           410
sky130_fd_sc_hd__mux4_2       472         10600
sky130_fd_sc_hd__nand2b_1       5          31.3
sky130_fd_sc_hd__a211oi_1       7          52.6
==> power by group <==
group	internal (W)	switching [W]	total (W)
logic	0.000357	0.000453	0.000810
clock network	0.00141	0.00109	0.00250
registers	0.00314	0.0000751	0.00321
==> worst max-delay path, delay by kind of cell <==
| family | cells | cell delay, ps |
|---|---|---|
| buffers and inverters | 5 | 2300 |
| AND-OR/OR-AND | 2 | 1240 |
| AND/OR/NAND/NOR | 1 | 80 |
| multiplexers | 1 | 610 |
==> cell type report <==
type / count / area [sq um] / share of cell area (%)
inverters: 2 / 7.51 / 0.0122
flip-flops and latches: 1024 / 30700 / 49.9
well taps: 2355 / 2950 / 4.78
repair buffers: 285 / 2440 / 3.96
clock buffers: 131 / 2790 / 4.53
clock inverters: 64 / 596 / 0.967
diodes: 6 / 15.0 / 0.0244
multi-input cells: 2120 / 22100 / 35.8
==> layer usage <==
metal	part of all wire (%)	global-route usage, %	vias to the layer above
met5	0.21	1.64	-
met4	5.3	9.46	12
met2	46	32.5	2574
li1	-	-	13700
met3	17	17.2	465
met1	31	23.5	16100
==> cell families after synthesis <==
group / after synthesis / share of synthesized area [%]
and+or+nand+nor: 1177 / 13.3
DFF: 1024 / 56.7
muxes: 652 / 23.0
buffers and inverters: 389 / 3.31
AOI/OAI and AO/OA: 259 / 3.65
other: 1 / 0.00691
==> worst paths after layout <==
kind	startpoint	slack, ps	end
max	rs2_data[0]	5130	read_data2[20]
min	reset	3150	registerf[0][13]$_SDFFCE_PN0P_
Power is estimated from default activity; no workload was simulated.
