**/design/flow/run.sh**
```bash
#!/bin/bash
# OpenROAD 26Q1-2900-gdf79404cd8, Yosys 0.63+post, stock flow scripts
make -C /OpenROAD-flow-scripts/flow DESIGN_CONFIG=/design/flow/config.mk WORK_HOME=/design/flow/orfs finish
```
**/design/flow/config.mk**
```make
export PLATFORM = sky130hd
export DESIGN_NAME = DMI
export DESIGN_NICKNAME = DMI
export VERILOG_FILES = /design/flow/design.v
export SDC_FILE = /design/flow/constraint.sdc
export NUM_CORES = 4
export LEC_CHECK = 1
export CORE_UTILIZATION = 40
```
**/design/flow/constraint.sdc**
```tcl
current_design DMI

set clk_period 12.8
set clk_io_pct 0.2

create_clock -name clk0 -period $clk_period [get_ports {clk}]

set non_clock_inputs [all_inputs -no_clocks]
set_input_delay [expr $clk_period * $clk_io_pct] -clock clk0 $non_clock_inputs
set_output_delay [expr $clk_period * $clk_io_pct] -clock clk0 [all_outputs]
```
**/design/flow/design.v**
```verilog
module DMI (
  input  wire        clk,
  input  wire        reset,
  input  wire        dmi_wr,
  input  wire        dmi_rd,
  input  wire [6:0]  dmi_addr,
  input  wire [31:0] dmi_wdata,
  output reg  [31:0] dmi_rdata,
  output reg         haltreq,
  output reg         resumereq,
  input  wire        halted,
  output reg  [4:0]  reg_addr,
  output reg  [31:0] reg_wdata,
  output reg         reg_write,
  output reg         reg_read,
  input  wire [31:0] reg_rdata,
  output reg  [31:0] sb_addr,
  output reg  [31:0] sb_wdata,
  input  wire [31:0] sb_rdata,
  output reg         sb_read,
  output reg         sb_write,
  input  wire        sb_ready
);
  reg [31:0] dmcontrol, abstractcs, command, abstractdata0;
  reg [31:0] sbcs, sbaddress0, sbdata0;
  reg [31:0] progbuf[0:15];
  reg [31:0] hawindowsel, hawindow;
  reg        busy;
  reg  [2:0] cmderr;
  reg  [9:0] hartsel;
  reg  [32:0] halted_harts;
  reg  [1:0] state;
  localparam IDLE = 2'b00, EXEC = 2'b01, DONE = 2'b10;
  task write_dmcontrol;
  begin
    dmcontrol <= dmi_wdata;
    haltreq   <= dmi_wdata[31];
    resumereq <= dmi_wdata[30];
    hartsel   <= dmi_wdata[25:16];
  end endtask
  task write_abstractcs;
  begin
    if (dmi_wdata[10]) cmderr <= 0;
  end endtask
  task write_abstractdata0;
  begin abstractdata0 <= dmi_wdata; end endtask
  task write_command;
  begin
    command <= dmi_wdata;
    busy    <= 1;
    cmderr  <= 0;
    reg_addr <= dmi_wdata[15:0];
    if (~halted_harts[hartsel]) begin cmderr<=3'b001; busy<=0; end
    else if (dmi_wdata[19]) begin
      if (dmi_wdata[18]) begin
        reg_wdata <= abstractdata0;
        reg_write <= 1;
      end else begin
        reg_read <= 1;
      end
      state <= EXEC;
    end else state<=DONE;
  end endtask
  task write_sbcs;   begin sbcs <= dmi_wdata; end endtask
  task write_sbaddress0;
  begin
    sbaddress0 <= dmi_wdata;
    if (sbcs[21]) begin sb_addr <= dmi_wdata; sb_read <= 1; end
  end endtask
  task write_sbdata0;
  begin
    sbdata0 <= dmi_wdata;
    sb_wdata <= dmi_wdata;
    sb_addr <= sbaddress0;
    sb_write <= 1;
  end endtask
  task write_progbuf;
    input [6:0] addr;
  begin
    progbuf[addr - 7'h20] <= dmi_wdata;
  end endtask
  task write_hawindowsel;
  begin hawindowsel <= dmi_wdata; end endtask
  task write_hawindow;
  begin hawindow <= dmi_wdata; end endtask
  always @(posedge clk or posedge reset) begin
    if (reset) begin
      dmcontrol <= 0; haltreq <= 0; resumereq <= 0;
      reg_write <= 0; reg_read <= 0;
      sb_read <= 0; sb_write <= 0;
      busy <= 0; cmderr <= 0;
      hartsel <= 0; state <= IDLE;
      halted_harts <= 33'h1;  
    end else begin
      if (dmi_wr) begin
        case (dmi_addr)
          7'h10: write_dmcontrol();
          7'h16: write_abstractcs();
          7'h04: write_abstractdata0();
          7'h17: if (state == IDLE) write_command();
          7'h38: write_sbcs();
          7'h39: write_sbaddress0();
          7'h3C: write_sbdata0();
          7'h14: write_hawindowsel();
          7'h15: write_hawindow();
          default:
            if ((dmi_addr >= 7'h20) && (dmi_addr <= 7'h2F))
              write_progbuf(dmi_addr);
        endcase
      end
      reg_write <= 0; reg_read <= 0;
      sb_read <= 0; sb_write <= 0;
    end
  end
  always @(posedge clk) begin
    if (state == EXEC) begin
      state <= DONE;
      if (~command[18]) abstractdata0 <= reg_rdata;
    end else if (state == DONE) begin
      busy <= 0; state <= IDLE;
    end
  end
  wire [31:0] dmstatus_value = {
    1'b0, 1'b0, 1'b0,  
    1'b1, 1'b1,        
    1'b0, 1'b0,        
    1'b0, 1'b0,        
    ~|halted_harts,    
    |~halted_harts,    
    &halted_harts,     
    |halted_harts,     
    1'b1, 1'b0,        
    1'b1, 1'b0,        
    3'b010             
  };
  always @(*) begin
    case (dmi_addr)
      7'h04: dmi_rdata = abstractdata0;
      7'h10: dmi_rdata = dmcontrol;
      7'h11: dmi_rdata = dmstatus_value;
      7'h14: dmi_rdata = hawindowsel;
      7'h15: dmi_rdata = {31'b0, halted_harts[0]};   
      7'h16: dmi_rdata = {16'd0, 8'd1, 7'd15, busy, cmderr};
      7'h17: dmi_rdata = command;
      7'h38: dmi_rdata = sbcs;
      7'h39: dmi_rdata = sbaddress0;
      7'h3C: dmi_rdata = sbdata0;
      default:
        if ((dmi_addr >= 7'h20) && (dmi_addr <= 7'h2F))
          dmi_rdata = progbuf[dmi_addr - 7'h20];
        else
          dmi_rdata = 32'd0;
    endcase
  end
endmodule
```
==> impl_metrics.ini <==
; flow metrics
[run]
max-cap-violations = 0
warnings = 92

[route]
dr.pass1.iters = 23
postRouteAntennaNets = 0
post_drt_wl_per_cell_um = 29.0
antenna-diode-count = 0
drt-initial-drc-count = 1133
vias_per_cell = 5.89
vias = 18400
routed_wl_mm = 90.4
remaining_drc_errors = 0

[placement]
routabilityCongestion = 0.894
dpl_cell_area_sq_mm = 0.0324
portBuffers = 144
hpwlAfterDp_mm = 56.2

[setup_path]
path_max_fanout = 41
cp_common_cell = buf_4
endpoint_kind = output pin
cpLargestDelayFamily = buffers and inverters
crit_type = input port to output pin
critical-path-slowest-cell = or4_1
critPathLaunchType = input port
required_ns = 10.24
crit_path_max_incr_delay_ns = 0.71
cp.arrival_ns = 6.34
path_cells = buf_4, buf_4, buf_4, nor2b_1, buf_4, a22oi_1, o22ai_1, or4_1, a221o_1, clkdlybuf4s50_1
crit_buf_inv = 5

[pwr]
p_switching_mw = 1.10
powerDensity_mw_per_mm2 = 145
p_total_mw = 5.03
p_int_mw = 3.93
peakVddDrop_mv = 0.111
swShare = 0.219
p_leak_nw = 11.5
combinationalPowerShare = 0.060
pwr-share-seq = 0.529
clkPwrFrac = 0.411

[sta]
relSlewSlack = 0.272
min_period_ns = 8.90
finalSetupViolCount = 0
finalMaxSlewViolations = 0
post-route-period-util = 0.695
tns_ns = 0
grt_setup_unrepaired = false
skew_ns = 0.0141
finalHoldViolations = 0
fmax_mhz = 112
worst_slew_pin_slew_ns = 1.08

[logic_synthesis]
synthCells = 1901
ys_types = 78
yosys_area_sq_mm = 0.0296
edf_count = 704
yosys_cells = 1901
ff_type = edfxtp_1
postSynthSeqShare = 0.742
ys_ff = 737
area_leaders = edfxtp_1 (71%), a22oi_1 (2.9%), dfrtp_1 (2.8%)
yosysWarnings = 72
synth_area_sq_mm = 0.0296
syn_area_per_cell_sq_um = 15.6
synthArstFlopShare = 0.0448
top_area_cell = edfxtp_1
top_area_frac = 0.714

[floorplan]
fp.dieH_um = 274
num_rows = 99
dieWidth_um = 274
core_sq_mm = 0.0731
chip_area_sq_mm = 0.0751
ios = 248
initial_core_util = 0.405

[final_layout]
ff_latch_area_sq_mm = 0.0220
logic_area_sq_mm = 0.00694
area_growth_pct = 17.3
mostFrequentLayoutCells = edfxtp_1 (704), nand2_1 (200), clkdlybuf4s50_1 (140), buf_4 (115), a22oi_1 (114)
fillers = 6088
final_common_cell = edfxtp_1
fin_area_sq_mm = 0.0347
drive_gt1_frac = 0.134

[clocking]
h-tree-depth = 3
cts_tree = done
numCtsBuffers = 75
path_clk_slew_ns = 0.05
clock_sinks = 737
cts_resized = 0
clock_path_buffers = 3
post_cts_buffers = 0
clk_latency_ns = 0.62
hold_buffers = 0
ctsRootBufferMaster = clkbuf_16

[global_route]
grt_start_max_net_pins = 87
grt_use_total = 0.265
antenna_found_initial = 2
grt_overflow = 0
grt_pass1_vias = 19100
grt_pass1_wl_mm = 130

[status]
status = complete, no violations

[hold_path]
holdCritPathClass = flop to flop
## path summary, 6_finish.rpt
| kind | startpoint | end | slack (ns) | cells past startpoint |
|---|---|---|---|---|
| setup / recovery | dmi_addr[3] | dmi_rdata[6] | 3.90 | 10 |
| hold / removal | dmcontrol[13] | dmcontrol[13] | 0.49 | 1 |
| setup reg to reg | hartsel[2] | cmderr[0] | 11.18 | 4 |
| hold reg to reg | dmcontrol[13] | dmcontrol[13] | 0.49 | 1 |
| max in group asynchronous | reset | hartsel[3] | 9.94 | 3 |
| min in group asynchronous | reset | dmcontrol[5] | 2.50 | 3 |
## registers in the layout, indices dropped and copies added, names as in the netlist
signal       flops
progbuf        512
command         32
hawindowsel     32
sb_addr         32
sbaddress0      32
sbcs            32
sbdata0         32
dmcontrol       23
hartsel          9
cmderr           1
## cells in the mapped netlist (9+ instances only)
library cell,count
edfxtp_1,704
nand2_1,200
a22oi_1,114
o21ai_0,90
mux2i_1,78
buf_4,56
clkbuf_1,54
nor2_1,48
buf_2,46
a21oi_1,42
dfrtp_1,33
mux2_1,30
mux2_2,27
nor3_1,26
o22ai_1,26
a22o_1,22
a32oi_1,21
nand3_1,21
o221ai_1,20
a31oi_1,15
a221o_1,14
a32o_1,13
nand2b_1,13
nor2b_1,12
o21ai_1,11
a221oi_1,10
nor4_1,10
buf_6,9
## power by group through the flow
stage	clock network, mW	logic, mW	registers, mW
6_report	2.07	0.300	2.66
5_1_grt	2.18	0.319	2.66
4_1_cts	2.09	0.298	2.66
## per-layer routing
| metal | vias to the layer above | part of all wire | global-route usage |
|---|---|---|---|
| met5 | - | 0.0011 | 0.00770 |
| met2 | 1217 | 0.46 | 0.380 |
| met1 | 9091 | 0.34 | 0.333 |
| met4 | 8 | 0.039 | 0.0823 |
| met3 | 191 | 0.16 | 0.181 |
| li1 | 7883 | - | - |
## per-stage QoR
step,setup slack [ns],instances,util,hold WS (ns)
finish,3.90,3120,0.475,0.489
global route,3.73,3120,0.475,0.509
CTS,3.89,3120,0.475,0.494
detailed placement,3.89,2985,0.444,0.481
global placement,3.88,2985,0.444,0.473
floorplan,6.25,1936,-,0.464
## cell families (layout without fill, tap and decap cells)
group,Yosys count,count (layout),synth area share
DFF,737,737,0.742
AOI/OAI and AO/OA,455,455,0.110
and+or+nand+nor,395,395,0.0651
buffers and inverters,176,401,0.0337
muxes,137,137,0.0493
other,1,36,0.000127
## layout make-up
cell class | count | share of cell area
Sequential cell | 737 | 0.633
Multi-Input combinational cell | 1023 | 0.200
Timing Repair Buffer | 256 | 0.0658
Clock buffer | 115 | 0.0608
Tap cell | 959 | 0.0346
Clock inverter | 20 | 0.00508
Inverter | 10 | 0.00108
Power and IR drop assume default switching activity.
