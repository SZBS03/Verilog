**/design/flow/run.sh**
```bash
#!/bin/bash
# OpenROAD 26Q1-2900-gdf79404cd8, Yosys 0.63+post, stock flow scripts
make -C /OpenROAD-flow-scripts/flow DESIGN_CONFIG=/design/flow/config.mk WORK_HOME=/design/flow/orfs finish
```
**/design/flow/config.mk**
```make
export PLATFORM = sky130hd
export DESIGN_NAME = memory_stage
export DESIGN_NICKNAME = memory_stage
export VERILOG_FILES = /design/flow/design.v
export SDC_FILE = /design/flow/constraint.sdc
export NUM_CORES = 4
export LEC_CHECK = 1
export CORE_UTILIZATION = 50
```
**/design/flow/constraint.sdc**
```tcl
current_design memory_stage

set clk_period 6.0
set clk_io_pct 0.2

create_clock -name clk0 -period $clk_period [get_ports {clk}]

set non_clock_inputs [all_inputs -no_clocks]
set_input_delay [expr $clk_period * $clk_io_pct] -clock clk0 $non_clock_inputs
set_output_delay [expr $clk_period * $clk_io_pct] -clock clk0 [all_outputs]
```
**/design/flow/design.v**
```verilog
module memory_stage(
    input wire clk,
    input wire [1:0] aluOP_2,
    input wire [31:0] EXMEM_AluRES,
    input wire [31:0] rs2,
    input wire EXMEM_MemoryRead,
    input wire EXMEM_MemoryWrite,
    output reg [31:0] EXMEM_LoadData
);
reg [7:0]LB;
reg [15:0]LH;
reg [7:0]LBU;
reg [15:0]LHU;
reg [31:0]LW;
reg [31:0] SW;
reg [15:0] SH;
reg [7:0] SB;
reg [31:0] load_data;  
integer i;
reg [31:0] DM [0:31];
initial begin
    for (i=0; i<31; i=i+1) begin
        DM [i] = 0;    
    end
end
always @(posedge clk ) begin
SW = 32'bxxxx;
SH = 16'bxxx;
SB = 8'bxx;
LB = 8'bxx;
LH = 16'bxxx;
LBU = 8'bxx;
LHU = 16'bxxx;
LW = 32'bxxxx;
load_data = 32'bxxxx;
EXMEM_LoadData = 32'bxxxx;
if (EXMEM_MemoryWrite) begin
    case (aluOP_2)
    2'b00: begin
        SB = rs2[7:0];
        DM[EXMEM_AluRES[6:2]] = {24'b0, SB};     
    end
    2'b01: begin
        SH = rs2[15:0];
        DM[EXMEM_AluRES[6:2]] = {16'b0, SH};     
    end
    default begin
        SW = rs2;
        DM[EXMEM_AluRES[6:2]] = SW;                         
    end
    endcase
end
if (EXMEM_MemoryRead) begin
    case (aluOP_2)
    2'b00: begin
        load_data = DM[EXMEM_AluRES[6:2]];   
        LB = load_data[7:0];
        EXMEM_LoadData = $signed({{25{LB[7]}},LB});
    end
    2'b01: begin
        load_data = DM[EXMEM_AluRES[6:2]];   
        LH = load_data[15:0];
        EXMEM_LoadData = $signed({{17{LH[15]}},LH});
    end
    2'b10: begin
        load_data = DM[EXMEM_AluRES[6:2]];   
        LBU = load_data[7:0];
        EXMEM_LoadData = $unsigned({24'b0,LBU});
    end
    2'b11: begin
        load_data = DM[EXMEM_AluRES[6:2]];   
        LHU = load_data[15:0];
        EXMEM_LoadData = $unsigned({16'b0, LHU});
    end
    default begin
        LW = DM[EXMEM_AluRES[6:2]];
        EXMEM_LoadData = LW;  
    end
    endcase
end
end
endmodule
```
==> qor.csv <==
stage,metric,value,unit
synthesis,proportion of synthesized chip area in sequential cells,48.1,%
die,Die Span Y,212,um
global_route,vias in the first global route,18000,
synthesis,number of cells produced by synthesis,2354,
global_route,Global Route met1 Usage,56.4,%
route,antenna diode count,0,
pwr,leakage power summed over all cells,9.95,nW
clock_network,root buffer selected by CTS,clkbuf_16,
global_route,overall track demand over capacity in global routing,41.6,%
die,area inside the core boundary,43300,um2
synthesis,number of cell instances after yosys synthesis,2354,
outcome,result of the run,"finished, final reports clean",
layout,Layout fillers,3721,
final_timing,unrepaired setup endpoints after global routing,false,
pwr,worst voltage drop across the vdd grid,0.000269,V
route,final routed wirelength across all metal layers,88.1,mm
final_timing,shortest clock period the worst path allows after layout,4.82,ns
global_route,GR Util met2,61.8,%
clock_network,CTS H-tree depth,2,
synthesis,proportion of synthesized flip-flops having asynchronous set or reset,0,%
layout,fraction of final layout cells with drive strength greater than 1,20.6,%
placement,routability congestion estimate from global placement,1.00,
critical_path,critical path launch point type,input pin,
global_route,leftover overflow at the end of global routing,0,
global_route,busiest metal layer after global routing,met2,
clock_network,number of sinks on the clock net,529,
synthesis,top cells by count,"529 x dfxtp_1, 384 x nand2_1, 318 x o21ai_0, 234 x mux2_2, 154 x clkbuf_1",
min_path,min-delay worst type,reg -> reg,
clock_network,cell resize tally after clock tree synthesis,0,
route,antenna violation net count after detailed routing,0,
global_route,wire length of the first global-routing pass,126,mm
final_timing,number of max-slew violations in the final report,0,
clock_network,total of hold buffers inserted after clock tree synthesis,0,
final_timing,Layout Skew,0.0275,ns
synthesis,post-synthesis instance area,22000,um2
final_timing,Slew headroom,28.5,%
die,area of the die,44900,um2
clock_network,CTS tree,done,
placement,number of buffers inserted by port buffering,56,
final_timing,total of endpoints with negative setup slack in the final report,0,
synthesis,distinct cell type count after synthesis,82,
route,Remaining DRCs,0,
clock_network,Clock Tree Buf Depth,3,
synthesis,ys flop type,dfxtp_1,
final_timing,post-route worst hold slack,0.450,ns
route,count of vias placed by the detailed router,19100,
die,initial cell density of the core,50.9,%
die,IO Count,101,
synthesis,Area contributors post-synth,"dfxtp_1 48%, mux2_2 12%, o21ai_0 7.2%",
final_timing,part of the cycle the worst path needs,80.4,%
final_timing,Least-Margin Pin Slew,1.06,ns
final_timing,"Hold Violations, Final",0,
clock_network,clock slew at reported path FFs,0.06,ns
synthesis,yosys synthesis chip area,22000,um2
pwr,cell area power density,363,nW/um2
placement,total placed instance area,23300,um2
run,tally of OpenROAD warnings,69,
global_route,GR Layer Usage met3,10.7,%
clock_network,post-CTS repair timing setup buffer count,0,
route,routed vias/inst,6.36,
critical_path,kind of capture point of the worst setup path,register,
clock_network,CTS buffer count,54,
synthesis,library cell occupying the most area in the post-synthesis netlist,dfxtp_1,
run,Maximum Capacitance Violations,0,
route,drt first-iter violations,1621,
route,WL per Instance,29.4,um
layout,post-synthesis to final-layout area growth,14.5,%
critical_path,WP data arrival,5.33,ns
die,row count,76,
critical_path,path type of the worst setup path,in -> reg,
final_timing,setup TNS,0,ns
critical_path,WP data required,6.51,ns
layout,fin area,25200,um2
synthesis,average instance area after synthesis,9.36,um2
critical_path,CP max FO,28,
clock_network,Latency at later pin,0.63,ns
route,1st-pass router iterations,5,
die,DIE WIDTH,212,um
placement,sum of net half-perimeters after detailed placement,59.2,mm
synthesis,Yosys reg bits,529,
global_route,antenna violations before repair,2,
synthesis,top-count cell post-synth,dfxtp_1,
synthesis,fraction of synthesized cell area taken by the top area cell type,48.1,%
synthesis,number of enable flip-flop cells,0,
global_route,largest net degree at the start of global routing,52,
synthesis,tally of yosys warning messages,2,
final_timing,maximum clock frequency,207,MHz
[critical path, stage by stage]
cell and delay, ns:
buf_2 0.34, buf_4 0.35, nor4bb_2 0.92, nand2_1 0.58, mux2_2 0.44, a32o_1 0.26
nor4_1 0.78, nand4_1 0.27, o21a_1 0.17
[metrics by stage]
stage	worst slack (ns)	utilization (%)	cells	power (mW)
6_report	1.18	58.3	3002	9.14
5_1_grt	1.26	58.3	3002	9.50
4_1_cts	1.33	58.3	3002	9.15
3_5_place_dp	0.675	53.9	2902	5.61
3_3_place_gp	0.688	53.9	2902	5.55
2_1_floorplan	2.66	-	2354	5.20
[kinds of logic (layout without fill, tap and decap cells)]
group | after synthesis | after routing | synth area share [%]
simple gates | 681 | 681 | 14.9
compound gates | 646 | 646 | 19.0
flops | 529 | 529 | 48.1
mux | 264 | 264 | 13.3
buf+inv | 231 | 294 | 4.59
xor+xnor | 2 | 2 | 0.0795
fa+ha+maj | 1 | 1 | 0.0454
[registers in the layout, summed over array words and instances, names as in the netlist]
register / cells
DM: 512
EXMEM_LoadData: 17
[power by group]
part	internal, mW	switching [mW]	leakage, nW	total (mW)
Sequential	4.16	0.221	4.40	4.38
Combinational	0.528	0.652	4.61	1.18
Clock	2.13	1.45	0.939	3.58
Total	6.82	2.32	9.95	9.14
[layer usage]
metal,share of wire (%),vias up
met5,0.030,-
met4,7.4,4
met3,8.9,292
met2,44,932
met1,39,9268
li1,-,8589
[cells in the final DEF, fill, tap and decap left out, drive strengths merged, types with 36 or more instances in the layout]
master	n
a22o	48
a22oi	68
a32oi	36
buf	132
clkbuf	76
clkdlybuf4s50	50
dfxtp	529
mux2	235
nand2	391
nand3	46
nor2	67
o21ai	318
[worst paths after layout]
path	cells after the start	slack, ns	end	start
max	9	1.18	EXMEM_LoadData[5]	EXMEM_AluRES[5]
min	2	0.45	DM[6][15]	DM[6][15]
max reg2reg	6	3.30	EXMEM_LoadData[15]	DM[19][7]
min reg2reg	2	0.45	DM[6][15]	DM[6][15]
[final cells by class]
cell class,count,area [um2],area share (%)
timing repair buffer,182,1480,5.87
multi-input combinational,1594,10500,41.5
sequential,529,10600,42.0
tap,585,732,2.90
clock buffer,76,1580,6.25
inverter,12,45.0,0.179
clock inverter,24,319,1.27
Power figures rest on the tool's default switching activity, not on a simulated workload.
